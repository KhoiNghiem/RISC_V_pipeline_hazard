--- design/flow/design.v ---
module EX_hazard (
    input clk,
    input rst_n,
    input signed [31:0] read_data1_IDEX,
    input signed [31:0] read_data2_IDEX,
    input signed [31:0] PC_IDEX,
    input signed [31:0] PC_plus4_IDEX,
    input signed [31:0] imm_IDEX,
    input [31:0] instruc_IDEX,
    input [4:0]  rd_IDEX,
    input branch_IDEX,
    input memRead_IDEX,
    input [1:0] mem2reg_IDEX,
    input memWrite_IDEX,
    input ALUSrc_IDEX,
    input RegWrite_IDEX,
    input jump_IDEX,
    input [1:0] ALUOp_IDEX,
    input signed [31:0] memData_Out_MEM,
    input signed [31:0] alu_result_EXMEM,
    input [1:0] ForwardA,
    input [1:0] ForwardB,
    output wire signed [31:0] PC_EXMEM,
    output reg signed [31:0] PC_plus4_EXMEM,
    output reg signed [31:0] read_Address_EXMEM,
    output reg signed [31:0] write_Data_EXMEM,
    output reg [4:0] rd_EXMEM,
    output wire PCSrc,
    output reg memRead_EXMEM,
    output reg memWrite_EXMEM,
    output reg [1:0] mem2reg_EXMEM,
    output reg RegWrite_EXMEM
);
    wire signed [31:0] alu_result_ex;
    wire signed [31:0] mux_ex;
    wire signed [31:0] mux3_1_ex;
    wire signed [31:0] mux3_2_ex;
    wire [3:0]  ALUControl_out;
    wire        zero_ex;
    wire        and_out;
    wire        taken;
    branch_taken ex_branch(
        .funct3(instruc_IDEX[14:12]),
        .rs1(mux3_1_ex),  
        .rs2(mux3_2_ex),  
        .taken(taken)
    );
    and_logic ex_and(.branch(branch_IDEX),
                        .zero(taken),
                        .and_out(and_out));
    or_logic ex_or(.jump_IDEX(jump_IDEX),
                    .and_out(and_out),
                    .or_out(PCSrc));
    adder ex_add(.in_1(imm_IDEX),
                .in_2(PC_IDEX),
                .sum_out(PC_EXMEM));
    mux3 ex_mux1(.sel(ForwardA),
                .A(read_data1_IDEX),
                .B(memData_Out_MEM),
                .C(alu_result_EXMEM),
                .mux_out(mux3_1_ex));
    mux3 ex_mux2(.sel(ForwardB),
                .A(read_data2_IDEX),
                .B(memData_Out_MEM),
                .C(alu_result_EXMEM),
                .mux_out(mux3_2_ex));
    mux ex_mux(.sel(ALUSrc_IDEX),
                .A(mux3_2_ex),
                .B(imm_IDEX),
                .Mux_out(mux_ex));
    alu_control ex_alu_control(.ALUOp_in(ALUOp_IDEX),
                                .instruction(instruc_IDEX),
                                .ALUControl_out(ALUControl_out));
    alu_unit ex_alu_unit(.A(mux3_1_ex),
                        .B(mux_ex),
                        .control_in(ALUControl_out),
                        .ALU_result(alu_result_ex),
                        .zero(zero_ex));
    always @(posedge clk or negedge rst_n) begin
        if (!rst_n) begin
            read_Address_EXMEM <= 0;
            write_Data_EXMEM <= 0;
            PC_plus4_EXMEM <= 0;
            rd_EXMEM <= 0;
            memRead_EXMEM <= 0;
            memWrite_EXMEM <= 0;
            mem2reg_EXMEM <= 0;
            RegWrite_EXMEM <= 0;
        end else begin
            read_Address_EXMEM <= alu_result_ex;
            write_Data_EXMEM <= mux3_2_ex;
            PC_plus4_EXMEM <= PC_plus4_IDEX;
            rd_EXMEM <= rd_IDEX;
            memRead_EXMEM <= memRead_IDEX;
            memWrite_EXMEM <= memWrite_IDEX;
            mem2reg_EXMEM <= mem2reg_IDEX;
            RegWrite_EXMEM <= RegWrite_IDEX;
        end
    end
endmodule
module adder (
    input signed [31:0] in_1,
    input signed [31:0] in_2,
    output signed [31:0] sum_out
);
assign sum_out = in_1 + in_2;
endmodule
module alu_control (
    input [1:0] ALUOp_in,
    input [31:0] instruction,
    output reg [3:0] ALUControl_out
);
wire [6:0] func7;
wire [2:0] func3;
wire [6:0] opcode;
assign func7 = instruction[31:25];
assign func3 = instruction[14:12];
assign opcode = instruction[6:0];
always @(*) begin
    casex ({ALUOp_in, func7, func3, opcode})
        19'b1x_0000001_000_0110011 : ALUControl_out = 4'b0011;   
        19'b1x_0000001_100_0110011 : ALUControl_out = 4'b0100;   
        19'b1x_0000000_000_0110011 : ALUControl_out = 4'b0010;   
        19'b1x_0000010_000_0110011 : ALUControl_out = 4'b0110;   
        19'b1x_0000000_110_0110011 : ALUControl_out = 4'b0000;   
        19'b1x_0000000_111_0110011 : ALUControl_out = 4'b0001;   
        19'b1x_xxxxxxx_000_0010011 : ALUControl_out = 4'b0010;   
        19'b1x_xxxxxxx_110_0010011 : ALUControl_out = 4'b0000;   
        19'b1x_xxxxxxx_111_0010011 : ALUControl_out = 4'b0001;   
        19'b00_xxxxxxx_xxx_0000011 : ALUControl_out = 4'b0010;   
        19'b00_xxxxxxx_xxx_0100011 : ALUControl_out = 4'b0010;   
        19'bx1_xxxxxxx_xxx_1100011 : ALUControl_out = 4'b0110;   
        default: ALUControl_out = 4'b0000;
    endcase
end
endmodule
module alu_unit (
    input signed [31:0] A, B, 
    input [3:0] control_in, 
    output reg signed [31:0] ALU_result, 
    output reg zero
);
always @(*) begin
    ALU_result = 32'b0;
    zero = 0;
    case (control_in)
        4'b0000: begin   
            ALU_result = A | B;
        end
        4'b0001: begin   
            ALU_result = A & B;
        end
        4'b0010: begin   
            ALU_result = A + B;
        end
        4'b0011: begin   
            ALU_result = A * B;
        end
        4'b0100: begin   
            ALU_result = A / B;
        end
        4'b0110: begin   
            ALU_result = A - B;
            if (A == B)
                zero = 1;
        end
        default: begin
            ALU_result = 32'b0;
            zero = 0;
        end
    endcase
end
endmodule
module and_logic (
    input branch,
    input zero,
    output and_out
);
    assign and_out = branch & zero;
endmodule
module branch_taken (
    input  [2:0] funct3,         
    input  [31:0] rs1,           
    input  [31:0] rs2,           
    output reg taken             
);
    always @(*) begin
        case (funct3)
            3'b000: taken = (rs1 == rs2);                        
            3'b001: taken = (rs1 != rs2);                        
            3'b100: taken = ($signed(rs1) < $signed(rs2));       
            3'b101: taken = ($signed(rs1) >= $signed(rs2));      
            3'b110: taken = (rs1 < rs2);                         
            3'b111: taken = (rs1 >= rs2);                        
            default: taken = 1'b0;                               
        endcase
    end
endmodule
module mux (
    input sel,
    input signed [31:0] A, B,
    output signed [31:0] Mux_out
);
assign Mux_out = sel ? B : A;
endmodule
module mux3 (
    input  wire [1:0] sel,
    input  wire signed [31:0] A,    
    input  wire signed [31:0] B,    
    input  wire signed [31:0] C,    
    output reg signed [31:0] mux_out
);
    always @(*) begin
        case (sel)
            2'b00: mux_out = A;  
            2'b01: mux_out = B;  
            2'b10: mux_out = C;  
            default: mux_out = A;
        endcase
    end
endmodule
module or_logic (
    input jump_IDEX,
    input and_out,
    output or_out
);
    assign or_out = jump_IDEX | and_out;
endmodule
--- design/flow/run.sh ---
#!/bin/bash
# OpenROAD 26Q1-2900-gdf79404cd8, Yosys 0.63+post, stock flow scripts
make -C /OpenROAD-flow-scripts/flow DESIGN_CONFIG=/design/flow/config.mk WORK_HOME=/design/flow/orfs finish
--- design/flow/config.mk ---
export PLATFORM = sky130hd
export DESIGN_NAME = EX_hazard
export DESIGN_NICKNAME = EX_hazard
export VERILOG_FILES = /design/flow/design.v
export SDC_FILE = /design/flow/constraint.sdc
export NUM_CORES = 4
export LEC_CHECK = 1
export CORE_UTILIZATION = 40
--- design/flow/constraint.sdc ---
current_design EX_hazard

set clk_period 21.9
set clk_io_pct 0.2

create_clock -name clk0 -period $clk_period [get_ports {clk}]

set non_clock_inputs [all_inputs -no_clocks]
set_input_delay [expr $clk_period * $clk_io_pct] -clock clk0 $non_clock_inputs
set_output_delay [expr $clk_period * $clk_io_pct] -clock clk0 [all_outputs]
==> Changelog: implementation <==
## Flow update

* IO buf count at 400
* Max Used Layer: met5
* Mapped Area at 55,630 sq um
* Yosys top cell by area: ha_1
* CP max FO at 22
* Routed WL at 307,000 um
* Post-synth EDFFs at 0
* Final Hold Violating Endpoints at 0
* Hpwl dp at around 250,000 um
* Worst Hold Class: in -> async
* Top cells excl fill/tap: buf_4, nand2_1, inv_1
* Metal2 WL at between 100,000 and 150,000 um
* Worst VDD drop at ~0.36 mV
* Tmin final at 75.91 ns
* Finished Layout Cells at approximately 12,000
* First-pass GRT wire length at approximately 440,000 um
* Slowest cell on crit path: or4b_4
* Total global-route track usage at 0.4408
* Hold_ws at ~4 ns
* OpenROAD warnings at around 50
* Max Fclk at 13.17 MHz
* Core area at approximately 140,000 sq um
* Layout area overhead at 54.91%
* Setup violators final at 32
* Max Cap Viol at 0
* Final WS setup at -54.01 ns
* Total die size at roughly 140,000 sq um
* Nature of the critical path endpoint: register
* Worst-Margin Slew at 1.064 ns
* Drt initial violations at between 5,000 and 6,000
* RSZ-0062 raised after global routing: true
* Setup TNS at -1714.15 ns
* Cell mode on critical path: o21a_1
* GPL Wtd Cong at between 1 and 1.5
* Max_slew headroom at 0.2840
* Via count at just under 70,000
* Antenna violations before repair at 19
* Routed len/inst at 25.34 um
* CP startpoint kind: primary input
* WP buf/inv at between 40 and 50
* Site Rows at 136
* Total power per unit cell area at 190.1 nW/um^2
* Clock sink total at 106
* Syn_area_per_cell at 7.410 sq um
* P_leak at 0.04236 uW
* Post-synth area hogs: ha_1, fa_1, nand2_1
* Via density per instance at 5.697
* Violated checks: setup timing
* Max clock buf depth at 2
* Root buf cell: clkbuf_16
* DR DRC count at 0
* Outcome: complete, but fails checks
* Cells after synthesis at approximately 7,500
* Yosys chip area at between 50,000 and 60,000 sq um
* Share of layout cells above drive strength 1 at 0.3430
* Die width at about 370 um
* Post-synthesis sequential area ratio at 0.04768
* Largest type area fraction at 0.1766
* Vias in the first global route at 66,630
* Num CTS Buffers at 9
* Synth Register Bits at around 110
* Comb power frac at 0.974
* TritonCTS clock tree: done
* Switching Share at 0.5604
* Worst EP arrival at 76.20 ns
* Largest net degree at the start of global routing at roughly 74
* Max Slew Vio Count at 0
* Yosys cell count at 7,507
* First-pass DRT Iterations at 9
* H-Tree Depth at 3
* Dominant flop cell: dfrtp_1
* Wire length on met3 at 38,750 um
* Die height at ~370 um
* Antenna Nets Post-Route at 0
* Total power draw at between 15,000 and 20,000 uW
* FP Util at 0.4041
* Clock transition at path regs at approximately 0.12 ns
* Final period utilization at 3.466
* Ports at 416
* Crit path DRT at 22.19 ns
* Synth unique cells at around 110
* Clk pwr share at 0.012
* CP peak stage delay at between 0.5 and 0.6 ns
* Wl on met1 at about 130,000 um
* Remaining global-route overflow at 0
* CP delay by family, top: AND-OR/OR-AND gates
* Most frequent logic cell in the layout: buf_4
* Placed insts at 11,790
* Yosys warns at 5
* Critical path class: in -> reg
* Power share of the sequential group at 0.014
* Internal power at ~7200 uW
* Post-synth ARST share at 1.000
* Net Switching at just over 9000 uW
-- final timing paths --
path / startpoint / to / cells past startpoint
setup / recovery: ForwardB[1] / read_Address_EXMEM[23] / 387
hold / removal: rst_n / write_Data_EXMEM[31] / 1
min in group clk0: PC_plus4_IDEX[28] / PC_plus4_EXMEM[28] / 1
max in group asynchronous: rst_n / read_Address_EXMEM[17] / 2
-- power by group through the flow --
stage | Combinational [uW] | Sequential [uW] | Clock (uW)
after CTS | 15200 | 226 | 200
after global routing | 17100 | 227 | 205
final | 16000 | 226 | 197
-- synthesized netlist by cell type, types with 75 or more instances --
library cell,number
fa_1,410
a31oi_1,77
xnor2_1,357
a21oi_1,414
a21o_1,146
xor2_1,159
nor2_1,724
nand2_1,854
nand3_1,119
nand2b_1,75
o31ai_1,80
o21a_1,235
nor2b_1,95
ha_1,785
nor3_1,234
clkbuf_1,199
o21ai_0,378
inv_1,753
mux2_2,78
dfrtp_1,106
-- routing by layer --
metal  vias up  global-route usage
li1      32010                   -
met1     32890              0.6152
met2      3422              0.6131
met3       689              0.1797
met4        20              0.1626
met5         -             0.01852
-- timing repair --
item	CTS	global route
hold buffers	0	0
gates cloned	0	5
pin swaps	225	372
endpoints found under the setup margin	32	32
buffers inserted	158	136
resized	294	377
-- registers in the layout (all words and copies together) (netlist names) --
| register | count |
|---|---|
| mem2reg_EXMEM | 2 |
| read_Address_EXMEM | 32 |
| RegWrite_EXMEM | 1 |
| memWrite_EXMEM | 1 |
| write_Data_EXMEM | 32 |
| PC_plus4_EXMEM | 32 |
| rd_EXMEM | 5 |
| memRead_EXMEM | 1 |
-- cell type report --
cell class | count | area, sq um
clock buffer | 9 | 225.2
multi-input combinational | 6334 | 53320
sequential | 106 | 2653
clock inverter | 7 | 91.34
timing repair buffer | 3075 | 24680
inverter | 775 | 2918
antenna | 17 | 42.54
tap | 1794 | 2245
fill | 11750 | 51490
-- metrics by stage --
step	util	setup WS [ns]	area, sq um
6_report	0.6260	-54.01	86180
4_1_cts	0.6044	-53.43	83210
5_1_grt	0.6257	-57.31	86130
3_3_place_gp	0.5835	-57.30	80330
3_5_place_dp	0.5835	-58.83	80330
2_1_floorplan	-	-54.82	57540
-- logic make-up (layout without fill, tap and decap cells) --
family | Yosys count | in the layout | synth area share
compound gates | 1958 | 1958 | 0.2380
xor+xnor | 516 | 516 | 0.08124
fa+ha+maj | 1195 | 1195 | 0.3241
buf+inv | 1068 | 3866 | 0.07474
flops | 106 | 106 | 0.04768
mux | 106 | 106 | 0.02083
other cells | 0 | 17 | 0
simple gates | 2558 | 2559 | 0.2134
Power figures rest on the tool's default switching activity, not on a simulated workload.
