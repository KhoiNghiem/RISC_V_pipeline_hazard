==> design.v <==
module MEM_stage (
    input clk,
    input rst_n,
    input signed [31:0] read_Address_EXMEM,
    input signed [31:0] write_Data_EXMEM,
    input [4:0] rd_EXMEM,
    input signed [31:0] PC_plus4_EXMEM,
    input memRead_EXMEM,
    input memWrite_EXMEM,
    input [1:0] mem2reg_EXMEM,
    input RegWrite_EXMEM,
    output reg signed [31:0] memData_Out_MEMWB,
    output reg signed [31:0] read_Address_MEMWB,
    output reg [4:0] rd_MEMWB,
    output reg signed [31:0] PC_plus4_MEMWB,  
    output reg [1:0] mem2reg_MEMWB,
    output reg RegWrite_MEMWB
);
    wire signed [31:0] memData_Out;
    data_memory mem_data_mem(.clk(clk),
                            .rst_n(rst_n),
                            .memWrite(memWrite_EXMEM),
                            .memRead(memRead_EXMEM),
                            .read_Address(read_Address_EXMEM),
                            .write_Data(write_Data_EXMEM),
                            .memData_Out(memData_Out));
    always @(posedge clk or negedge rst_n) begin
        if (!rst_n) begin
            memData_Out_MEMWB <= 0;
            read_Address_MEMWB <= 0;
            rd_MEMWB <= 0;
            PC_plus4_MEMWB <= 0;
            mem2reg_MEMWB <= 0;
            RegWrite_MEMWB <= 0;
        end else begin
            memData_Out_MEMWB <= memData_Out;
            read_Address_MEMWB <= read_Address_EXMEM;
            rd_MEMWB <= rd_EXMEM;
            PC_plus4_MEMWB <= PC_plus4_EXMEM;
            mem2reg_MEMWB <= mem2reg_EXMEM;
            RegWrite_MEMWB <= RegWrite_EXMEM;
        end
    end
endmodule
module data_memory (
    input clk,
    input rst_n,
    input memWrite,
    input memRead,
    input signed [31:0] read_Address,
    input signed [31:0] write_Data,
    output signed [31:0] memData_Out
);
    integer i;
    reg signed [31:0] D_memory [0:128];
    always @(posedge clk) begin
        D_memory[5] <= 32'd12;
        D_memory[17] <= 32'd100;
        D_memory[18] <= 32'd14;
        D_memory[19] <= 32'd20;
        D_memory[20] <= 32'd53;
        D_memory[21] <= 32'd18;
        D_memory[22] <= 32'd36;
        D_memory[23] <= 32'd32;
        D_memory[24] <= 32'd23;
    end
    always @(posedge clk or negedge rst_n) begin
        if (!rst_n) begin
            for (i = 0; i < 64; i = i + 1) begin
                D_memory[i] <= 32'b00;
            end
        end else begin
            if (memWrite) begin
                D_memory[read_Address] <= write_Data;
            end
        end
    end
    assign memData_Out = (memRead) ? D_memory[read_Address] : 32'b00;
endmodule
==> run.sh <==
#!/bin/bash
# OpenROAD 26Q1-2900-gdf79404cd8, Yosys 0.63+post, stock flow scripts
make -C /OpenROAD-flow-scripts/flow DESIGN_CONFIG=/design/flow/config.mk WORK_HOME=/design/flow/orfs finish
==> config.mk <==
export PLATFORM = sky130hd
export DESIGN_NAME = MEM_stage
export DESIGN_NICKNAME = MEM_stage
export VERILOG_FILES = /design/flow/design.v
export SDC_FILE = /design/flow/constraint.sdc
export NUM_CORES = 4
export LEC_CHECK = 1
export CORE_UTILIZATION = 30
==> constraint.sdc <==
current_design MEM_stage

set clk_period 2.7
set clk_io_pct 0.2

create_clock -name clk0 -period $clk_period [get_ports {clk}]

set non_clock_inputs [all_inputs -no_clocks]
set_input_delay [expr $clk_period * $clk_io_pct] -clock clk0 $non_clock_inputs
set_output_delay [expr $clk_period * $clk_io_pct] -clock clk0 [all_outputs]
==> run notes <==
The flow ran to the end, but the final reports show violations. The checks that failed: negative setup slack. The logs give 3,944 for the number of sinks handled by clock tree synthesis and 520,000 µm² for the area of the die. Of the post-synthesis cell area, the part taken by muxes is 12.9%.

Clock input transition at the sequential cells of the worst setup and hold paths: 0.06 ns. The adder-cell share of the synthesized area was 0%; the post-route antenna net violation count was 0. With the average wire per standard cell at 50.4 µm, the site row count is 263. The tools report the number of setup violations in the final report as 12. The HPWL reported at the end of detailed placement was 688,000 µm; the total internal power was 102 mW.

Across every metal layer, demand over resource in global routing totals 39.2%. The cell accounting for the most synthesized area was sky130_fd_sc_hd__edfxtp_1. Largest net degree at the start of global routing: 121.

In this build the clock could be raised as far as 358 MHz. In the detailed route, the total length drawn on met3 is 199,000 µm. The endpoint class of the critical path was a register. The placed instances occupy a cell area of 191,000 µm². The design draws 133 mW. The global-route wire length before repair is 1,240,000 µm, and the via count of the first global-routing pass is 118k. The first-pass iteration count of the detailed router is 9, and the power dissipated by switching net loads is 31.4 mW. In the synthesized netlist, the number of instances is 9,820.

STA classifies the critical path startpoint as an input pin. With the area share of and-or/or-and cells after synthesis at 10.1%, the count of unique library cells instantiated by Yosys is 82. Max-cap violation count: 0.

Yosys reports a chip area of 155,000 µm². Setup repair after global routing could not meet its margin everywhere. Measured along the x axis, the die boundary spans 721 µm. The run gives 211 for the number of I/O port buffers. The worst path needs 2.80 ns of the cycle, external delays included. After detailed routing, the wire length on met1 is 288,000 µm. Ranked by total cell area, the synthesized netlist is headed by sky130_fd_sc_hd__edfxtp_1 (40%), sky130_fd_sc_hd__dfrtp_1 (30%), sky130_fd_sc_hd__mux2_2 (12%). The run gives 0.0113% for the XOR/XNOR share of the synthesized area.

The fill cell instance count of the final layout is 46.3k. Prevailing post-synth register cell: sky130_fd_sc_hd__edfxtp_1. Power spread over the standard cell area amounts to 643 nW/µm². The clock network burns 46.0% of the power. Class of the most critical setup path: input pin to register. In this run, synthesis inferred 2,080 flip-flops with an integrated enable. The area growth from synthesis to final layout is 33.8%, and the maximum buffer depth of the clock tree is 4.

The number of warning messages in the yosys log is 579, and the clock buffer count from CTS is 429. The synthesized netlist was found by Yosys to have 9,820 cells. The critical path endpoint has a required time of 3.68 ns.

The biggest combinational cell group after synthesis is multiplexers. Sorting the synthesized cells by how often they occur yields sky130_fd_sc_hd__edfxtp_1 (2,080), sky130_fd_sc_hd__dfrtp_1 (1,864), sky130_fd_sc_hd__mux2_2 (1,713). The run gives 6.20 for the ratio of routed vias to standard cells. The flow reports that combinational logic draws 4.8% of the design power. The root buffer cell chosen for the clock tree is sky130_fd_sc_hd__clkbuf_16. The transition time recorded at the tightest slew-check pin is 1.29 ns. The via total after detailed routing is 120k. The core region area was 514,000 µm².

Per the detail_route log, met2 wirelength is 380,000 µm. Per the GRT congestion report, total overflow comes to 0. The classification of the worst-slack hold path is input pin to register. In the post-route report, total wirelength is listed as 974,000 µm. The cell leakage power was 85.2 nW; the number of warnings in the stage logs was 53. The synthesized design devotes to its leading area cell type 40.3% of total area.

The most frequently used library cell after synthesis is sky130_fd_sc_hd__edfxtp_1. Number of H-tree branching levels: 5. The run gives 23.5% for the switching part of the total power. Per the log, the first TritonRoute iteration ended with a DRC count of 12.3k. The top routing layer in use is met5. After synthesis, flip-flops and latches occupy 70.4% of the total area.

According to the floorplan report, the die height is 721 µm. In the final layout, flip-flops and latches occupy 109,000 µm². The initial antenna violation count came out at 108. The routed layout reports a DRC error count of 0. The run gives 208,000 µm² as the post-route cell area. Yosys reported a register bit count of 3,944. For this run, asynchronously set or reset flops after synthesis account for 47.3%. Hold-check failures listed in the final report amount to 0. In this run the worst path has a maximum fanout of 10.

Before placement the cells fill 30.2% of the core. Of the total synthesized cell area, the portion taken by AND, OR, NAND and NOR gates is 4.25%. The worst path arrival time is 3.78 ns.

Each instance of the synthesized netlist takes up on average 15.8 µm². Of the total power, registers draw 49.2%. The logs give 40.4% for the final standard cell utilization of the core and 0 for the max-slew violation total from the final report. The final worst-path cycle share came out at 104%. The logs give -0.0966 ns for the worst setup slack after layout and 0.581 mV for the maximum VDD drop. Post-route clock skew: 0.0622 ns.

TritonCTS built the clock tree. The fraction of layout cells with a size suffix above 1 was 40.5%. The logs give 155,000 µm² for the summed instance area of the synthesized netlist and 1.09 ns for the later-pin clock latency in the skew report. The worst slew slack as a fraction of its limit is 14.2%. For this design the top-level I/O count stands at 212. The multi-input logic area is 45,200 µm². Per the gpl log, the routability congestion estimate is 1.10.
## power by group through the flow
stage	clock, mW	sequential (mW)	combinational (mW)
CTS	61.2	65.6	6.20
global route	63.4	65.8	6.56
finish	61.3	65.7	6.39
## worst max-delay path: stages
cell	delay, ns
sky130_fd_sc_hd__dlygate4sd2_1	0.26
sky130_fd_sc_hd__buf_12	0.15
sky130_fd_sc_hd__or4b_4	0.22
sky130_fd_sc_hd__buf_12	0.16
sky130_fd_sc_hd__nor2_4	0.08
sky130_fd_sc_hd__buf_12	0.17
sky130_fd_sc_hd__a22oi_2	0.43
sky130_fd_sc_hd__o2111ai_2	0.23
sky130_fd_sc_hd__nor4_4	0.74
sky130_fd_sc_hd__buf_12	0.18
sky130_fd_sc_hd__nand3_4	0.11
sky130_fd_sc_hd__buf_12	0.18
sky130_fd_sc_hd__o311a_1	0.28
## timing repair
action,4_1_cts,5_1_grt
hold buffers,24,0
setup endpoints to repair,116,39
buffers inserted,24,30
gates resized,77,54
endpoints found under the hold margin,375,0
pin swaps,21,25
## stage by stage
step / instances / TNS, ns / hold WS, ns / setup WS (ns)
finish: 19310 / -0.434 / 0.0287 / -0.0966
detailed placement: 18216 / -2077.01 / 0.473 / -2.04
floorplan: 9820 / -452.15 / 0.244 / -0.575
global placement: 18215 / -2147.12 / 0.466 / -2.54
CTS: 19136 / -0.0420 / 0.00979 / -0.0420
global route: 19210 / -0.251 / 0.0523 / -0.122
## sequential cells by signal (all words and copies together) (netlist names)
name and flops:
rd_MEMWB 5, read_Address_MEMWB 32, RegWrite_MEMWB 1, PC_plus4_MEMWB 32
memData_Out_MEMWB 32, mem2reg_MEMWB 2, mem_data_mem.D_memory 3840
## cell families (layout without fill, tap and decap cells)
group | after synthesis | after routing
AND-OR/OR-AND | 2039 | 2039
XOR/XNOR | 2 | 2
buffers and inverters | 836 | 3292
flip-flops | 3944 | 3944
multiplexers | 1779 | 1779
other | 0 | 144
AND/OR/NAND/NOR | 1220 | 1220
## path summary, 6_finish.rpt
check | startpoint | to | slack (ns) | cells after the start
worst max-delay path | read_Address_EXMEM[5] | memData_Out_MEMWB[21] | -0.1 | 13
worst min-delay path | read_Address_EXMEM[4] | read_Address_MEMWB[4] | 0.03 | 2
worst max register to register | mem_data_mem.D_memory[50][21] | memData_Out_MEMWB[21] | -0.04 | 7
worst min register to register | mem_data_mem.D_memory[4][3] | mem_data_mem.D_memory[4][3] | 0.49 | 1
max in group asynchronous | rst_n | mem_data_mem.D_memory[54][28] | 0.83 | 5
min in group asynchronous | rst_n | mem_data_mem.D_memory[59][15] | 0.11 | 3
## layout by cell type, fill, tap and decap left out, types with 136 or more instances in the layout
cell type | synthesis | final
sky130_fd_sc_hd__a22o_1 | 136 | 136
sky130_fd_sc_hd__a22oi_1 | 1427 | 1416
sky130_fd_sc_hd__buf_12 | 0 | 836
sky130_fd_sc_hd__buf_4 | 21 | 1369
sky130_fd_sc_hd__clkbuf_16 | 0 | 434
sky130_fd_sc_hd__clkdlybuf4s50_1 | 0 | 169
sky130_fd_sc_hd__dfrtp_1 | 1864 | 1855
sky130_fd_sc_hd__diode_2 | 0 | 144
sky130_fd_sc_hd__edfxtp_1 | 2080 | 2080
sky130_fd_sc_hd__mux2_2 | 1713 | 1713
sky130_fd_sc_hd__nand2_1 | 302 | 246
sky130_fd_sc_hd__nand4_1 | 165 | 165
## final cells by class
type / instances / area share [%]
multi-input cells: 5040 / 21.8
clock inverters: 210 / 1.16
repair buffers: 2483 / 14.4
diodes: 144 / 0.174
clock buffers: 597 / 5.77
well taps: 6890 / 4.15
inverters: 2 / 0.00362
flip-flops and latches: 3944 / 52.6
## routing by layer
| metal | vias up | GRT usage, % |
|---|---|---|
| met5 | - | 13.1 |
| met4 | 187 | 30.9 |
| met3 | 3531 | 36.0 |
| met2 | 11729 | 48.7 |
| met1 | 60673 | 38.5 |
| li1 | 43524 | - |
Power is estimated from default activity; no workload was simulated.
