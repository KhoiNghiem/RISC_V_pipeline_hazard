`flow/config.mk`:
```
export PLATFORM = sky130hd
export DESIGN_NAME = WB_stage
export DESIGN_NICKNAME = WB_stage
export VERILOG_FILES = /design/flow/design.v
export SDC_FILE = /design/flow/constraint.sdc
export NUM_CORES = 4
export LEC_CHECK = 1
export CORE_AREA = 10 10 78 78
export DIE_AREA = 0 0 88 88
```
`flow/constraint.sdc`:
```
current_design WB_stage

set clk_period 5.2
set clk_io_pct 0.2

create_clock -name clk0 -period $clk_period

set non_clock_inputs [all_inputs -no_clocks]
set_input_delay [expr $clk_period * $clk_io_pct] -clock clk0 $non_clock_inputs
set_output_delay [expr $clk_period * $clk_io_pct] -clock clk0 [all_outputs]
```
`flow/design.v`:
```
module WB_stage (
    input signed [31:0] memData_Out_MEMWB,
    input signed [31:0] read_Address_MEMWB,
    input signed [31:0] PC_plus4_MEMWB,
    input        [1:0]  mem2reg_MEMWB,
    output signed [31:0] memData_Out_MEM
);
    mux3 wb_mux(.sel(mem2reg_MEMWB),
                .A(read_Address_MEMWB),
                .B(memData_Out_MEMWB),
                .C(PC_plus4_MEMWB),
                .mux_out(memData_Out_MEM));
endmodule
module mux3 (
    input  wire [1:0] sel,
    input  wire signed [31:0] A,    
    input  wire signed [31:0] B,    
    input  wire signed [31:0] C,    
    output reg signed [31:0] mux_out
);
    always @(*) begin
        case (sel)
            2'b00: mux_out = A;  
            2'b01: mux_out = B;  
            2'b10: mux_out = C;  
            default: mux_out = A;
        endcase
    end
endmodule
```
`flow/run.sh`:
```
#!/bin/bash
# OpenROAD 26Q1-2900-gdf79404cd8, Yosys 0.63+post, stock flow scripts
make -C /OpenROAD-flow-scripts/flow DESIGN_CONFIG=/design/flow/config.mk WORK_HOME=/design/flow/orfs finish
```
==> impl_metrics.env <==
# flow metrics
export IMPL_status="complete, no violations"
export IMPL_synth_cell_type_count=8
export IMPL_p_leak_uw=0.0007098
export IMPL_power_density_nw_per_um2=93.95
export IMPL_log_warning_count=33
export IMPL_pin_count=130
export IMPL_wirelength_um=4500
export IMPL_netlist_area_um2=636.9
export IMPL_hold_buffers=0
export IMPL_yosysChipArea_um2=636.9
export IMPL_grt_pass1_wl_um=6430
export IMPL_vdd_drop_max_uv=42.32
export IMPL_ys_warn_count=1
export IMPL_rows=24
export IMPL_first_iter_violations=36
export IMPL_start_kind="input pin"
export IMPL_slew_viol_final=0
export IMPL_ys_seq_share_pct=0
export IMPL_grt_pass1_vias=1179
export IMPL_critPathMostFrequentCell="clkdlybuf4s50_1"
export IMPL_routedWlPerCell_um=15.85
export IMPL_fin_tns_setup_ns=0
export IMPL_flop_count=0
export IMPL_dpl_hpwl_um=3807
export IMPL_floorplan_core_util_pct=14.43
export IMPL_slowest_delay_ns=0.60
export IMPL_ys_cells=113
export IMPL_dpl_worst_slack_ns=1.062
export IMPL_maxSlewHeadroom_pct=57.50
export IMPL_dp_cells=284
export IMPL_clock_buffers=0
export IMPL_worstMarginPinSlew_ns=0.6375
export IMPL_crit_type="in2out"
export IMPL_fp_coreArea_um2=4414
export IMPL_die_h_um=88
export IMPL_cp_end_kind="primary output"
export IMPL_cp_required_ns=4.16
export IMPL_final_cells=284
export IMPL_area_growth_pct=206.1
export IMPL_n_fill_cell=436
export IMPL_synth_avg_cell_area_um2=5.636
export IMPL_cp_slowest_cell="ha_2"
export IMPL_finalCritPeriodShare_pct=78.94
export IMPL_drt_pass1_iterations=4
export IMPL_rsz0062_at_grt="false"
export IMPL_setup_viol=0
export IMPL_gp_congestion=0.7463
export IMPL_vias=1232
export IMPL_worstSetupPathDepth=7
export IMPL_syn_inst=113
export IMPL_ant_nets=0
export IMPL_maxCapViolCount=0
export IMPL_period_needed_ns=4.105
export IMPL_flop_area_um2=0
export IMPL_grt_usage_pct=10.19
export IMPL_clock_fmax_mhz=243.6
export IMPL_vias_per_cell=4.338
export IMPL_die_area_um2=7744
export IMPL_antenna_cells=0
export IMPL_post_cts_setup_buffer_count=0
export IMPL_cpLargestDelayFamily="buffers and inverters"
export IMPL_io_buffers=130
export IMPL_hp_class="in2out"
export IMPL_grt_max_degree=39
export IMPL_path_cells="clkdlybuf4s50_1 -> inv_1 -> ha_2 -> buf_12 -> nand2_1 -> o21ai_1 -> clkdlybuf4s50_1"
export IMPL_hold_path_depth=4
export IMPL_hold_viol_final=0
export IMPL_timing_final_ws_setup_ns=1.095
export IMPL_cp_num_buf_inv=4
export IMPL_grt_overflow_total=0
export IMPL_drive_above_1_share_pct=1.293
export IMPL_drcViolationCount=0
export IMPL_die_x_um=88
export IMPL_antenna_found_initial=0
export IMPL_postLayoutCoreUtil_pct=44.16
export IMPL_crit_arrival_ns=3.06
export IMPL_critPathMaxFanout=38
export IMPL_post_cts_resized=0
==> worst paths after layout <==
| check | start | end | slack (ns) |
|---|---|---|---|
| max | mem2reg_MEMWB[0] | memData_Out_MEM[25] | 1.10 |
| min | read_Address_MEMWB[28] | memData_Out_MEM[28] | 2.98 |
==> metal layers <==
metal | routed length (µm) | vias to the layer above | track usage (%)
met4 | 0 | 0 | 0
met5 | 0 | - | 0
met1 | 1759 | 502 | 11.57
met3 | 613 | 0 | 4.771
met2 | 2127 | 71 | 18.06
li1 | - | 659 | -
==> tightest hold or removal path, cell delays in order <==
cell             delay (ns)
clkdlybuf4s50_1        0.40
nand2_1                0.05
o21ai_1                0.05
clkdlybuf4s50_1        0.40
==> cell usage after synthesis <==
library cell	n	area (µm²)
a22oi_1	32	240.2
nand2_1	32	120.1
o21ai_1	30	150.1
buf_2	10	50.05
buf_6	3	33.78
ha_1	2	25.02
inv_1	2	7.510
o21ai_0	2	10.01
==> logic make-up after synthesis <==
logic type	synth area share, %
compound gates	62.87
fa+ha+maj	3.929
buf+inv	14.34
simple gates	18.86
==> cell usage in the layout, fill, tap and decap left out <==
cell type        synthesis  final
a22oi_1                 32     32
buf_12                   0      1
buf_4                    0      1
clkdlybuf4s50_1          0    130
ha_1                     2      1
ha_2                     0      1
inv_1                    2      2
nand2_1                 32     32
o21ai_0                  2      2
o21ai_1                 30     30
==> per-stage QoR <==
step / hold WS [ns] / total power, µW / area (µm²)
2_1_floorplan: 2.136 / 48.54 / 636.9
4_1_cts: 2.991 / 186.9 / 1949
3_3_place_gp: 2.988 / 186.3 / 1949
6_report: 2.979 / 183.1 / 1949
3_5_place_dp: 2.984 / 186.2 / 1949
5_1_grt: 3.017 / 200.1 / 1949
==> final cells by class <==
cell class | count | area, µm² | share of cell area, %
inverter | 2 | 7.507 | 0.3851
tap | 52 | 65.06 | 3.338
timing repair buffer | 132 | 1329 | 68.16
multi-input combinational | 98 | 548.0 | 28.11
==> where the power goes <==
group          leakage (µW)  switching, µW  internal, µW  total (µW)
registers                 0              0             0           0
logic              0.000710           51.8           131         183
clock network             0              0             0           0
total              0.000710           51.8           131         183
Power figures rest on the tool's default switching activity, not on a simulated workload.
